<file path="flow/design.v">
module ARM_Pipelined_Register
	#(parameter	BusWidth	= 32)
	(input logic					i_CLK, i_NRESET,
	input logic						i_ENABLE,
	input logic[(BusWidth - 1):0]	i_In,
	output logic[(BusWidth - 1):0]	o_Out);
	always_ff	@(posedge i_CLK, negedge i_NRESET)
	begin
		if (~i_NRESET)		o_Out <= 32'h00000000;
		else if (i_ENABLE)	o_Out <= i_In;
	end
endmodule
module ARM_Pipelined_Register_sCLR
	#(parameter	BusWidth	= 32)
	(input logic					i_CLK, i_NRESET,
	input logic						i_ENABLE,
	input logic						i_SCLR,
	input logic[(BusWidth - 1):0]	i_In,
	output logic[(BusWidth - 1):0]	o_Out);
	always_ff	@(posedge i_CLK, negedge i_NRESET)
	begin
		if (~i_NRESET)		o_Out <= 32'h00000000;
		else if (i_ENABLE)
		begin
			if (i_SCLR)		o_Out <= 32'h00000000;
			else			o_Out <= i_In;
		end
	end
endmodule
module ARM_Pipelined_Register_NE
	#(parameter	BusWidth	= 32)
	(input logic					i_CLK, i_NRESET,
	input logic[(BusWidth - 1):0]	i_In,
	output logic[(BusWidth - 1):0]	o_Out);
	always_ff	@(posedge i_CLK, negedge i_NRESET)
	begin
		if (~i_NRESET)	o_Out <= 32'h00000000;
		else			o_Out <= i_In;
	end
endmodule
module ARM_Pipelined_TripleRegister_NE
	#(parameter	BusWidth	= 32)
	(input logic					i_CLK, i_NRESET,
	input logic[(BusWidth - 1):0]	i_In_0, i_In_1, i_In_2,
	output logic[(BusWidth - 1):0]	o_Out_0, o_Out_1, o_Out_2);
	always_ff	@(posedge i_CLK, negedge i_NRESET)
	begin
		if (~i_NRESET)
		begin
			o_Out_0 <= 32'h00000000;
			o_Out_1 <= 32'h00000000;
			o_Out_2 <= 32'h00000000;
		end
		else
		begin
			o_Out_0 <= i_In_0;
			o_Out_1 <= i_In_1;
			o_Out_2 <= i_In_2;
		end
	end
endmodule
module ARM_Pipelined_TripleRegister_NE4
	#(parameter	BusWidth	= 32)
	(input logic					i_CLK, i_NRESET,
	input logic[(BusWidth - 1):0]	i_In_0, i_In_1,
	input logic[3:0]				i_In_2,
	output logic[(BusWidth - 1):0]	o_Out_0, o_Out_1,
	output logic[3:0]				o_Out_2);
	always_ff	@(posedge i_CLK, negedge i_NRESET)
	begin
		if (~i_NRESET)
		begin
			o_Out_0 <= 32'h00000000;
			o_Out_1 <= 32'h00000000;
			o_Out_2 <= 4'h0;
		end
		else
		begin
			o_Out_0 <= i_In_0;
			o_Out_1 <= i_In_1;
			o_Out_2 <= i_In_2;
		end
	end
endmodule
module ARM_Pipelined_Register_sCLR_NE
	#(parameter	BusWidth	= 32)
	(input logic					i_CLK, i_NRESET,
	input logic						i_SCLR,
	input logic[(BusWidth - 1):0]	i_In,
	output logic[(BusWidth - 1):0]	o_Out);
	always_ff	@(posedge i_CLK, negedge i_NRESET)
	begin
		if (~i_NRESET)		o_Out <= 32'h00000000;
		else if (i_SCLR)	o_Out <= 32'h00000000;
		else				o_Out <= i_In;
	end
endmodule
module ARM_Pipelined_TripleRegister_sCLR_NE
	#(parameter	BusWidth	= 32)
	(input logic					i_CLK, i_NRESET,
	input logic						i_SCLR,
	input logic[(BusWidth - 1):0]	i_In_0, i_In_1, i_In_2,
	output logic[(BusWidth - 1):0]	o_Out_0, o_Out_1, o_Out_2);
	always_ff	@(posedge i_CLK, negedge i_NRESET)
	begin
		if (~i_NRESET)
		begin
			o_Out_0 <= 32'h00000000;
			o_Out_1 <= 32'h00000000;
			o_Out_2 <= 32'h00000000;
		end
		else if (i_SCLR)
		begin
			o_Out_0 <= 32'h00000000;
			o_Out_1 <= 32'h00000000;
			o_Out_2 <= 32'h00000000;
		end
		else
		begin
			o_Out_0 <= i_In_0;
			o_Out_1 <= i_In_1;
			o_Out_2 <= i_In_2;
		end
	end
endmodule
module ARM_Pipelined_QuadRegister_sCLR_NE
	#(parameter	BusWidth	= 32)
	(input logic					i_CLK, i_NRESET,
	input logic						i_SCLR,
	input logic[(BusWidth - 1):0]	i_In_0, i_In_1,
	input logic[3:0]				i_In_2,
	input logic[(BusWidth - 1):0]	i_In_3,
	output logic[(BusWidth - 1):0]	o_Out_0, o_Out_1,
	output logic[3:0]				o_Out_2,
	output logic[(BusWidth - 1):0]	o_Out_3);
	always_ff	@(posedge i_CLK, negedge i_NRESET)
	begin
		if (~i_NRESET)
		begin
			o_Out_0 <= 32'h00000000;
			o_Out_1 <= 32'h00000000;
			o_Out_2 <= 4'h0;
			o_Out_3 <= 32'h00000000;
		end
		else if (i_SCLR)
		begin
			o_Out_0 <= 32'h00000000;
			o_Out_1 <= 32'h00000000;
			o_Out_2 <= 4'h0;
			o_Out_3 <= 32'h00000000;
		end
		else
		begin
			o_Out_0 <= i_In_0;
			o_Out_1 <= i_In_1;
			o_Out_2 <= i_In_2;
			o_Out_3 <= i_In_3;
		end
	end
endmodule
</file>
<file path="flow/run.sh">
#!/bin/bash
# OpenROAD 26Q1-2900-gdf79404cd8, Yosys 0.63+post, stock flow scripts
make -C /OpenROAD-flow-scripts/flow DESIGN_CONFIG=/design/flow/config.mk WORK_HOME=/design/flow/orfs finish
</file>
<file path="flow/config.mk">
export PLATFORM = sky130hd
export DESIGN_NAME = ARM_Pipelined_TripleRegister_sCLR_NE
export DESIGN_NICKNAME = ARM_Pipelined_TripleRegister_sCLR_NE
export VERILOG_FILES = /design/flow/design.v
export SDC_FILE = /design/flow/constraint.sdc
export NUM_CORES = 4
export LEC_CHECK = 1
export CORE_UTILIZATION = 50
</file>
<file path="flow/constraint.sdc">
current_design ARM_Pipelined_TripleRegister_sCLR_NE

set clk_period 1.0
set clk_io_pct 0.2

create_clock -name clk0 -period $clk_period [get_ports {i_CLK}]

set non_clock_inputs [all_inputs -no_clocks]
set_input_delay [expr $clk_period * $clk_io_pct] -clock clk0 $non_clock_inputs
set_output_delay [expr $clk_period * $clk_io_pct] -clock clk0 [all_outputs]
</file>
==> impl_metrics.yaml <==
# yosys + openroad results
cts:
  htreeDepth: 3
  cts_sinks: 96
  clockBufferDepth: 2
  cts-root-buf: "clkbuf_8"
  numCtsBuffers: 9
  clk_pin_slew_ps: 80
  cts_tree: "built"
yosys:
  ys_types: 5
  ys_cells: 202
  synth_cells: 202
  synth_area_um2: 3080
  top_cells_by_area: "dfrtp_1, nor2b_1, buf_6"
  syn_avg_cell_area_um2: 15.2
  ys_area_um2: 3080
  top_area_share_pct: 78.0
  ys.warnings.count: 1
  ys_ff: 96
  synth_area_leader_cell: "dfrtp_1"
  synth_seq_share_pct: 78.0
critical_path:
  arrival_ps: 860
  crit_path_end_kind: "output pin"
  critPathRequiredTime_ps: 800
  worst_path_max_delay_cell: "dfrtp_1"
  startpoint: "o_Out_1[30]$_DFF_PN0_"
  start_kind: "flip-flop"
  cp_max_fo: 1
  worstSetupPathType: "flip-flop to output pin"
  critical_path.top_delay_family: "flip-flops"
  critical_path.max_stage_delay_ps: 390
  crit_buf_inv: 1
  path_cells: "buf_2"
layout:
  final_util_pct: 81.3
  final_area_um2: 4810
  nFillCells: 364
  layout_top_cell: "buf_2"
  drive_above_1_share_pct: 28.5
  syn2layout_area_growth_pct: 56.3
  final_cell_mix: "buf_2, nor2b_1, clkdlybuf4s50_1, dfrtp_1, clkbuf_8"
routing:
  wl_per_cell_um: 17.0
  n_antenna_cell: 0
  first_pass_iters: 4
  drtAntennaViolNets: 0
  initialDrtViolationCount: 83
  detailroute.via_count: 2160
  drc: 0
  drt_wl_total_mm: 8.21
  via_per_inst: 4.48
final_timing:
  period_needed_ps: 1060
  post-route-period-util_pct: 106
  worst_pin_slew_ps: 294
  timing.fmax_ghz: 0.944
  worst_slack_ps: -58.8
  relSlewSlack_pct: 80.4
  finalSetupViolations: 95
  final_max_slew_viol_count: 0
  rsz0062_at_grt: "true"
  finalHoldViolCount: 0
placed_design:
  place_hpwl_mm: 6.00
  gp_congestion: 0.800
  placed_cell_area_um2: 5130
  port_buffers: 194
floorplanning:
  fp-row-count: 28
  fp.coreArea_um2: 5920
  fp_util_pct: 52.0
  io_pins: 195
  fp.dieArea_um2: 6480
  dieWidth_um: 80.5
  dieHeight_um: 80.5
min_path:
  hp-class: "input pin to async pin"
status:
  outcome: "complete, but fails checks"
  violations: "setup timing"
global_route:
  antenna_found_initial: 0
  grt_overflow_total: 0
  grt_max_degree: 58
  grt_pass1_vias: 2241
  grtUsageTotal_pct: 27.3
  grt_pass1_wl_mm: 11.9
power:
  ir_worst_vdd_v: 0.000981
  p_per_area_nw_per_um2: 1470
  p_leak_nw: 2.42
run:
  tool_warnings: 28
  cap_viol_max_count: 0
## cell families after synthesis
kind of cell | count (synthesis) | share of synthesized area, %
flops | 96 | 78.0
simple gates | 96 | 19.5
buf+inv | 10 | 2.52
## synth_stat cells
cell type	n
dfrtp_1	96
buf_2	5
nor2b_1	96
buf_4	1
buf_6	4
## repair_timing
action,CTS,global route
hold buffers,1,0
setup buffers,0,0
pin swaps,0,0
endpoints found under the hold margin,96,0
setup endpoints to repair,96,96
gates resized,293,0
## power breakdown
| part | leakage [nW] | internal, mW | total, mW | switching [mW] |
|---|---|---|---|---|
| registers | 1.24 | 4.07 | 4.12 | 0.0490 |
| clock network | 0.0789 | 0.879 | 2.06 | 1.18 |
| logic | 1.10 | 0.589 | 0.871 | 0.282 |
## final timing paths
| kind | endpoint | slack [ps] | depth (start not counted) |
|---|---|---|---|
| max in group asynchronous | o_Out_2[9]$_DFF_PN0_ | 270 | 3 |
| worst max-delay path | o_Out_1[30] | -60 | 1 |
| min in group clk0 | o_Out_2[16]$_DFF_PN0_ | 320 | 3 |
| worst min-delay path | o_Out_0[5]$_DFF_PN0_ | 220 | 2 |
## final cells by class
| cell class | count | area [µm²] | share of cell area [%] |
|---|---|---|---|
| Sequential cell | 96 | 2400 | 49.9 |
| Clock inverter | 4 | 22.5 | 0.468 |
| Clock buffer | 11 | 131 | 2.73 |
| Multi-Input combinational cell | 96 | 601 | 12.5 |
| Tap cell | 75 | 93.8 | 1.95 |
| Timing Repair Buffer | 200 | 1560 | 32.5 |
## routing by layer
layer | up-vias | global-route usage (%) | part of all wire, %
met4 | 0 | 3.93 | 1.5
li1 | 1004 | - | -
met2 | 114 | 45.2 | 51
met3 | 12 | 7.96 | 9.3
met5 | - | 0 | 0
met1 | 1030 | 39.0 | 38
## metrics by stage
step / hold slack [ps] / setup TNS (ps) / power, mW / worst slack [ps] / cells
global route: 220 / -5250 / 7.37 / -88.0 / 482
detailed placement: 35.1 / -104 / 5.26 / -32.4 / 466
global placement: 34.0 / 0 / 5.21 / 5.81 / 466
finish: 222 / -1510 / 7.05 / -58.8 / 482
floorplan: -95.6 / 0 / 4.34 / 359 / 202
CTS: 208 / -3180 / 7.13 / -75.5 / 482
## state kept, by name, indices dropped and copies added, names as in the netlist
| signal | count |
|---|---|
| o_Out_0 | 32 |
| o_Out_1 | 32 |
| o_Out_2 | 32 |
Power figures rest on the tool's default switching activity, not on a simulated workload.
